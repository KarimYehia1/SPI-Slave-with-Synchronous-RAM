**/design/flow/config.mk**
```make
export PLATFORM = sky130hd
export DESIGN_NAME = spi_wrapper
export DESIGN_NICKNAME = spi_wrapper
export VERILOG_FILES = /design/flow/design.v
export SDC_FILE = /design/flow/constraint.sdc
export NUM_CORES = 4
export LEC_CHECK = 1
export CORE_UTILIZATION = 50
```
**/design/flow/constraint.sdc**
```tcl
current_design spi_wrapper

set clk_period 34.1
set clk_io_pct 0.2

create_clock -name clk0 -period $clk_period [get_ports {clk}]

set non_clock_inputs [all_inputs -no_clocks]
set_input_delay [expr $clk_period * $clk_io_pct] -clock clk0 $non_clock_inputs
set_output_delay [expr $clk_period * $clk_io_pct] -clock clk0 [all_outputs]
```
**/design/flow/design.v**
```verilog
module synch_ram(clk, rst_n, din, rx_valid, dout, tx_valid);
input clk, rst_n, rx_valid;
input [9:0] din;
output reg tx_valid;
output reg [7:0] dout;
parameter MEM_DEPTH = 256, ADDR_SIZE = 8;
reg [ADDR_SIZE-1 :0] mem [MEM_DEPTH-1 :0];
reg [ADDR_SIZE - 1 : 0] wr_address, rd_address;
always @(posedge clk) begin
    if(!rst_n) begin
      dout <= 0;
      wr_address <= 0;
      rd_address <= 0;
      tx_valid <= 0;
    end
    else begin
        if(rx_valid) begin
            case ({din[9:8]})
                2'b00: begin
                  wr_address <= din[7:0];
                  tx_valid <= 0;
                end
                2'b01: begin
                  mem[wr_address] <= din[7:0];
                  tx_valid <= 0;
                end
                2'b10: begin
                  rd_address <= din[7:0];
                  tx_valid <= 0;
                end
                2'b11: begin
                  dout <= mem[rd_address];
                  tx_valid <= 1;
                end
            endcase
        end
    end
end
endmodule
module spi_slave(MOSI, SS_n, clk, rst_n, tx_data, tx_valid, MISO, rx_data, rx_valid);
input MOSI, SS_n, tx_valid, clk, rst_n;
input [7:0] tx_data;
output reg MISO, rx_valid;
output reg [9:0] rx_data;
parameter IDLE = 0, WRITE = 1, CHK_CMD = 2, READ_ADD = 3, READ_DATA = 4;
(* fsm_encoding = "sequential" *)
reg [2:0] cs, ns;
reg [3:0] rx_counter;
reg [2:0] tx_counter;
reg address_read;
always @(posedge clk) begin
    if(!rst_n) begin
      cs <= IDLE;
    end
    else begin
        cs <= ns;
    end
end
always @(*) begin
    case (cs)
        IDLE: begin
          if(!SS_n) begin
            ns = CHK_CMD;
          end
          else begin
            ns = IDLE;
          end
        end
        CHK_CMD: begin
          if(!SS_n && !MOSI) begin
            ns = WRITE;
          end
          else if(!SS_n && MOSI) begin
            if(address_read) 
              ns = READ_DATA;
            else
              ns = READ_ADD;
          end
          else 
            ns = IDLE;
        end
        WRITE: begin
          if(SS_n)
            ns = IDLE;
          else
            ns = WRITE;
        end
        READ_ADD: begin
          address_read = 1;
          if(SS_n)
            ns = IDLE;
          else
            ns = READ_ADD;        
        end
        READ_DATA: begin
          address_read = 0;
          if(SS_n)
            ns = IDLE;
          else
            ns = READ_DATA;          
        end
    endcase
end
always @(posedge clk) begin
    if(cs == WRITE ) begin
    rx_counter <= rx_counter + 1;
    rx_data <= {rx_data[8:0], MOSI};
    if(rx_counter == 9) begin
      rx_valid <= 1;
      rx_counter <= 0;
    end
    else begin
      rx_valid <= 0;
    end
    end
    else if(cs == READ_ADD) begin
      rx_counter <= rx_counter + 1;
      rx_data <= {rx_data[8:0], MOSI};
      if(rx_counter == 9) begin
        rx_counter <= 0;
        rx_valid <= 1;
    end
    else begin
      rx_valid <= 0;
    end
    end
    else if(cs == READ_DATA) begin
    rx_counter <= rx_counter + 1;
    rx_data <= {rx_data[8:0], MOSI};
    if(rx_counter == 9) begin
      rx_counter <= 0;
      rx_valid <= 1;
    end
    else begin
      rx_valid <= 0;
    end
    if(tx_valid) begin
      MISO <= tx_data[7 - tx_counter];
      tx_counter <= tx_counter + 1;
    end
    else begin
        MISO <= 0;
        tx_counter <= 0;
    end
end
else begin
      rx_counter <= 0;
      tx_counter <= 0;
      rx_valid <= 0;
      MISO <= 0;
end
end
endmodule
module spi_wrapper(MOSI, MISO, SS_n, clk, rst_n);
input MOSI, SS_n, clk, rst_n;
output MISO;
wire [9:0] rx_data;
wire [7:0] tx_data;
wire rx_valid, tx_valid;
spi_slave spi(MOSI, SS_n, clk, rst_n, tx_data, tx_valid, MISO, rx_data, rx_valid);
synch_ram ram(clk, rst_n, rx_data, rx_valid, tx_data, tx_valid);
endmodule
```
**/design/flow/run.sh**
```bash
#!/bin/bash
# OpenROAD 26Q1-2900-gdf79404cd8, Yosys 0.63+post, stock flow scripts
make -C /OpenROAD-flow-scripts/flow DESIGN_CONFIG=/design/flow/config.mk WORK_HOME=/design/flow/orfs finish
```
==> out/README.md <==
| Result | Value | Unit |
| --- | --- | --- |
| Count of fill cells added during filler insertion | 12.0k | - |
| Primary flip-flop cell chosen by synthesis mapping | sky130_fd_sc_hd__edfxtp_1 | - |
| Min cycle time layout | 10.12 | ns |
| Mean Syn Cell Area | 20.3 | um^2 |
| Maximum root-to-sink buffer count | 3 | - |
| Total Die Area | 166000 | um^2 |
| Number of violations of the max-capacitance limit | 0 | - |
| Worst-margin pin slew | 1.23 | ns |
| Crit path capture type | flip-flop | - |
| Number of register pins that no clock reaches | 4 | - |
| Die Width | 408 | um |
| Count of cell types in the netlist | 84 | - |
| Classification of the worst-slack hold path | reg2reg | - |
| Flip-flop and latch count after synthesis | 2099 | - |
| H-tree depth | 4 | - |
| Final period util | 29.7 | % |
| Peak VDD IR | 0.0000541 | V |
| TritonCTS clock tree | yes | - |
| Result of the run | completed | - |
| Critical Path Source Type | primary input | - |
| Fraction of final layout cells with drive strength greater than 1 | 19.3 | % |
| Via total after detailed routing | 41.6k | - |
| Clock buffers created by TritonCTS | 206 | - |
| Pins over their slew limit | 0 | - |
| Cell count listed in synth_stat.txt | 4064 | - |
| Top cells by area | sky130_fd_sc_hd__edfxtp_1 (75%), sky130_fd_sc_hd__mux4_2 (9.0%), sky130_fd_sc_hd__mux2i_1 (3.4%) | - |
| Vias per cell | 6.34 | - |
| Share of Yosys cell area claimed by the top area cell type | 75.2 | % |
| Final antenna-violating net count | 0 | - |
| Top cells by count | sky130_fd_sc_hd__edfxtp_1 (2062), sky130_fd_sc_hd__mux4_2 (328), sky130_fd_sc_hd__nor2_1 (306) | - |
| Drt total wl | 239 | mm |
| Global-route wire length before repair | 337 | mm |
| Remaining design rule violation count | 0 | - |
| Number of antenna violations at the first check in global routing | 10 | - |
| Count of warning messages emitted by the tools | 26 | - |
| Post-cts hold-fix buffer tally | 0 | - |
| Hold violation total from the final report | 0 | - |
| Worst-path cell with the longest stage delay | sky130_fd_sc_hd__nand3_1 | - |
| Number of synthesized flops with an enable pin | 2062 | - |
| Post-synthesis cell type with the largest instance count | sky130_fd_sc_hd__edfxtp_1 | - |
| Synth-to-layout area growth | 11.3 | % |
| Upper clock frequency limit | 98.8 | MHz |
| Starting utilization of the core area | 50.5 | % |
| Number of input and output port buffers inserted | 4 | - |
| PostCTS Resize Cnt | 0 | - |
| Total negative setup slack | 0 | ns |
| # IOs | 5 | - |
| Number of post-CTS setup repair buffers | 0 | - |
| Number of global-route vias before repair | 45.9k | - |
| Fraction of registers with async set/reset | 0 | % |
| Clk_skew | 0.0410 | ns |
| Number of unconstrained endpoints | 4 | - |
| Pre-antenna DRT Iters | 7 | - |
| Clock-pin slew on the worst setup and hold paths | 0.06 | ns |
| Post-synth area from yosys stat | 82300 | um^2 |
| Synthesis warning total | 4 | - |
| Final Util | 56.1 | % |
| Row count | 148 | - |
| Logic cell area | 17800 | um^2 |
| Pwr Density | 55.6 | nW/um^2 |
| Remaining global-route overflow | 0 | - |
| Leakage | 27.4 | nW |
| Cell taking the most area after synthesis | sky130_fd_sc_hd__edfxtp_1 | - |
| Max transition margin | 17.6 | % |
| Worst-path maximum fanout | 22 | - |
| DP HPWL | 155 | mm |
| Largest net degree at the start of global routing | 94 | - |
| Footprint of the flip-flops and latches | 62700 | um^2 |
| Instance count of the mapped netlist | 4064 | - |
| CP most frequent cell | sky130_fd_sc_hd__buf_4 | - |
| Placeable core region | 163000 | um^2 |
| Setup repair after global routing missed its margin | false | - |
| Root buffer cell | sky130_fd_sc_hd__clkbuf_16 | - |
| Setup violations, final | 0 | - |
| Y dimension of the die | 408 | um |
| Overall track demand over capacity in global routing | 32.8 | % |
| Crit path kind | in2reg | - |
| Routed wire length per instance | 36.4 | um |
| RePlAce Congestion | 1.04 | - |
| Insertion Delay late pin | 0.84 | ns |
| Worst path required time | 34.56 | ns |
| Slowest Stage Delay on Critical Path | 0.89 | ns |
| Number of design-rule violations left by the first detailed-router iteration | 3130 | - |
| CP Cell Sequence | clkdlybuf4s50_1, buf_4, nand3_1, nor2_1, buf_4, nand3_1, buf_4, nor2_1 | - |
| Cell area after synthesis | 82300 | um^2 |
| Critical path arrival | 10.58 | ns |
-- flip-flops by register name (all words and copies together) (netlist names), 3 cells and up --
signal          flops
ram.mem          2048
spi.rx_data        10
ram.dout            8
ram.rd_address      8
ram.wr_address      8
spi.rx_counter      4
spi.cs              3
spi.ns              3
spi.tx_counter      3
-- final timing paths --
path / from / endpoint / slack [ns] / cells past startpoint
max: rst_n / ram.mem[213][3] / 23.98 / 8
min: ram.dout[1] / ram.dout[1] / 0.45 / 2
max reg2reg: ram.rd_address[0] / ram.dout[0] / 28.44 / 11
min reg2reg: ram.dout[1] / ram.dout[1] / 0.45 / 2
-- metrics by stage --
step | hold slack, ns | instances | total power, mW | setup WS, ns | instance area (um^2)
after floorplan | 0.420 | 4064 | 2.84 | 25.39 | 82300
after global placement | 0.432 | 6175 | 2.85 | 23.33 | 84700
after detailed placement | 0.438 | 6175 | 2.85 | 23.33 | 84700
after global routing | 0.462 | 6557 | 5.22 | 23.91 | 91600
final | 0.451 | 6562 | 5.09 | 23.98 | 91600
after CTS | 0.453 | 6556 | 5.12 | 24.21 | 91600
-- power by group --
group | total (mW) | switching, mW | internal (mW)
registers | 2.79 | 0.000151 | 2.79
clock network | 2.30 | 0.955 | 1.34
logic | 0.00571 | 0.00465 | 0.00105
total | 5.09 | 0.960 | 4.13
-- cells by family after synthesis --
logic type	share of synthesized area, %
flops	76.0
mux	14.8
simple gates	3.28
compound gates	3.51
buf+inv	2.30
latches	0.0729
xor+xnor	0.0213
fa+ha+maj	0.0152
-- final cells by class --
cell class,instances,area share [%]
Sequential cell,2099,68.4
Antenna cell,6,0.0164
Timing Repair Buffer,185,1.58
Clock buffer,253,5.97
Clock inverter,128,1.55
Inverter,7,0.0341
Tap cell,2175,2.97
Multi-Input combinational cell,1709,19.5
-- layout by cell type (no fill, tap or decap), types with 7 or more instances in the layout --
cell                         count
sky130_fd_sc_hd__a22oi_1        36
sky130_fd_sc_hd__o21ai_0        25
sky130_fd_sc_hd__mux2i_1       278
sky130_fd_sc_hd__nand3_1        37
sky130_fd_sc_hd__nor4_1          7
sky130_fd_sc_hd__o221ai_1       45
sky130_fd_sc_hd__buf_4         177
sky130_fd_sc_hd__bufinv_16      27
sky130_fd_sc_hd__and2_1          8
sky130_fd_sc_hd__a31oi_1         9
sky130_fd_sc_hd__clkinvlp_4     11
sky130_fd_sc_hd__a21boi_0       10
sky130_fd_sc_hd__nor3_1         29
sky130_fd_sc_hd__nand4_1        13
sky130_fd_sc_hd__edfxtp_1     2062
sky130_fd_sc_hd__a211oi_1       33
sky130_fd_sc_hd__nor2_1        304
sky130_fd_sc_hd__mux4_1         74
sky130_fd_sc_hd__dfxtp_1        29
sky130_fd_sc_hd__mux4_2        328
sky130_fd_sc_hd__a21oi_1        55
sky130_fd_sc_hd__nor2b_1        18
sky130_fd_sc_hd__clkbuf_1       38
sky130_fd_sc_hd__a2111oi_0      20
sky130_fd_sc_hd__clkbuf_16     210
sky130_fd_sc_hd__clkinv_1       44
sky130_fd_sc_hd__or3_1          12
sky130_fd_sc_hd__nand2_1       148
sky130_fd_sc_hd__clkinv_2       32
sky130_fd_sc_hd__o22ai_1       102
-- worst max-delay path: cells and delay by family --
kind,cells,cell delay [ns]
buf+inv,4,1.50
simple gates,4,2.24
-- routing by layer --
| layer | vias to the layer above | track usage (%) | wire (um) |
|---|---|---|---|
| met5 | - | 1.78 | 465 |
| met3 | 445 | 27.6 | 46100 |
| met2 | 3165 | 43.8 | 107000 |
| met4 | 20 | 10.4 | 10200 |
| met1 | 20800 | 42.2 | 74800 |
| li1 | 17200 | - | - |
Power and IR drop assume default switching activity.
